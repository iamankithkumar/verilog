File: flow/run.sh
#!/bin/bash
# OpenROAD 26Q1-2900-gdf79404cd8, Yosys 0.63+post, stock flow scripts
make -C /OpenROAD-flow-scripts/flow DESIGN_CONFIG=/design/flow/config.mk WORK_HOME=/design/flow/orfs finish
File: flow/config.mk
export PLATFORM = sky130hd
export DESIGN_NAME = Ques3
export DESIGN_NICKNAME = Ques3
export VERILOG_FILES = /design/flow/design.v
export SDC_FILE = /design/flow/constraint.sdc
export NUM_CORES = 4
export LEC_CHECK = 1
export CORE_UTILIZATION = 40
File: flow/constraint.sdc
current_design Ques3

set clk_period 38.3
set clk_io_pct 0.2

create_clock -name clk0 -period $clk_period [get_ports {Clock}]

set non_clock_inputs [all_inputs -no_clocks]
set_input_delay [expr $clk_period * $clk_io_pct] -clock clk0 $non_clock_inputs
set_output_delay [expr $clk_period * $clk_io_pct] -clock clk0 [all_outputs]
File: flow/design.v
module Ques3 (out,zero,Data_in, Read_Addr_1, Read_Addr_2, Write_Addr, Write_Enable, Clock, Mux_ctrl,opcode);
output [31:0] out;
output zero;
input [31:0] Data_in;
input [4:0] Read_Addr_1, Read_Addr_2, Write_Addr;
input [2:0] opcode;
input Write_Enable,Clock,Mux_ctrl; 
wire [31:0] r2a1, r2a2, m2r;
mux_behav1 MUX(m2r,Data_in,out,Mux_ctrl);
Register_File1 RF(r2a1,r2a2,Data_in, Read_Addr_1, Read_Addr_2, Write_Addr, Write_Enable, Clock);
ALU1 ALU(out,zero,opcode,r2a1,r2a2);
endmodule
module mux_behav1(out, in1,in2,sel );   
output [31:0] out;                           
input [31:0] in1,in2;
input sel;
reg [31:0] out;
always@(in1 or in2 or sel)
begin
	if (sel) 
out =in2;
           else	
	out=in1;
end
endmodule
module Register_File1 (Data_Out_1, Data_Out_2, Data_in, Read_Addr_1, Read_Addr_2, Write_Addr, Write_Enable, Clock); 
output [31: 0] Data_Out_1, Data_Out_2; 
input [31: 0] Data_in; 
input [4: 0] Read_Addr_1, Read_Addr_2, Write_Addr; 
input Write_Enable, Clock; 
reg [31: 0] Reg_File [31: 0];  
assign Data_Out_1 = Reg_File[Read_Addr_1]; 
assign Data_Out_2 = Reg_File[Read_Addr_2]; 
always @ (posedge Clock) begin 
if (Write_Enable) 
Reg_File[Write_Addr] <= Data_in; 
end 
endmodule 
module ALU1(Result,zero,opcode,A,B);
output[31:0] Result;
input [31:0] A,B;
input [2:0] opcode;
reg   [31:0] Result;
output zero;
always @ (opcode)
       case (opcode)
      3'd0:  Result <= A+B;
      3'd1:  Result <= A-B;
      3'd2:  Result <= A &B;
      3'd3:  Result <= A^B;
      3'd4:  Result <= A|B;
      3'd5:  Result <= A+1;
      3'd6:  Result <= A<<<B;
      3'd7:  Result <= A>>>B;
      default:	Result <= 32'd0;
    endcase
	assign zero = (Result == 32'b0);
endmodule
==> summary.txt <==
impl run done, here's what came out: Lkg Pwr=22.1 nW, Post-synth seq share=0.545, number of global-route vias before repair=between 40k and 50k, hpwl dp=135 mm, most used flip-flop cell after synthesis=edfxtp_1, PwrDens=about 45 mW/mm2, Fmax achieved=between 0.03 and 0.04 GHz, WHS=7.77 ns, Crit Path Max Fanout=37, Yosys chip area=about 0.056 mm2, DRT Pass-1 Iters=6, Period Utilization, post-route=0.657, Worst Hold Path Cells=2, Total Wirelength=~210 mm, fin crit period=25.15 ns, WL met3=approximately 33 mm, Routability Congestion=just over 1, postcts setup bufs=0, most common logic cells in the final layout=1024 x edfxtp_1, 639 x mux2i_1, 283 x a22oi_1, crit path DRT=roughly 31 ns, I/O pin count=86, ANT nets after route=0, layout cells sized above 1=0.174, global-route usage over all layers=0.315, critical path class=primary input to output pin, die x size=roughly 380 um, largest net degree at the start of global routing=roughly 88, fp_density=0.404, Num CTS Buffers=around 110, DR vias/cell=between 6 and 7, worst hold endpoint=RF.Reg_File[5][3], DRC=0, first-pass GRT wire length=about 300 mm, cells after synthesis=just over 4k, Max VDD drop=0.0412 mV, Yosys reg bits=1024, Die H=378 um, Log Warnings=~66, Setup TNS=0 ns, CP arrival=between 15 and 20 ns, Largest Register=RF.Reg_File, Setup-failing EPs final=0, Startpoint Class=primary input, CTS tree=done, clk slew on worst S/H paths=approximately 0.06 ns, Fillers=12.1k, hold bufs inserted after CTS=0, Root Buffer=clkbuf_16, CTS Sinks=between 1k and 1.5k, critical path's slowest cell=nor4bb_4, crit end category=output pin, Max stage delay on crit path=around 0.83 ns, Avg Inst Size Synth=roughly 14 um2, post-CTS resize count=0, num rows=around 140, total core area=about 0.14 mm2, port bufs=84, worst slew pin tran=roughly 1.1 ns, RSZ-0062 raised after global routing=false, asr flop ratio synth=0, Worst Hold Launch=Data_in[3], Yosys warnings=3, most frequent logic cell in the layout=edfxtp_1, status=complete, no violations, total vias in the final route=between 30k and 40k, endpoints failing hold=0, grt ovf=0, mapped cell area=0.0564 mm2, Sequential Area=0.0307 mm2, Most common cell on crit path=buf_4, Iter 0 DRT Violations=3673, Max-slew headroom=0.288, area grow syn2layout=12.4%, pins over their slew limit=0, DR WL/cell=34.2 um, CTS Buffer Depth=3, Highest Signal Layer=met5, distinct lib cells=between 100 and 150, biggest regs=RF.Reg_File: 1024 flops, H-tree levels=3, met2 WL=~96 mm, number of flip-flops under the largest register name=1024, WL met1=between 60 and 70 mm, Max Cap Violations=0, initial antenna violation count=2, Post-synth EDFFs=between 1k and 1.5k, Die Size=0.143 mm2, logic area=0.0241 mm2, cells in synth_stat.txt=4038, worst hold path class=primary input to register
cell usage after synthesis, drive strengths merged (12+ instances only):
library cell,n,share of area
edfxtp,1024,0.55
mux2i,639,0.11
a22oi,283,0.038
mux4,244,0.099
nor2,188,0.013
buf,165,0.022
nand2,155,0.010
clkbuf,140,0.0097
o22ai,131,0.015
o21ai,119,0.011
ha,103,0.023
inv,93,0.0062
nand3,85,0.0075
nand4,76,0.0084
a21oi,75,0.0067
nor3,43,0.0038
nor2b,27,0.0030
mux2,25,0.0050
o211ai,24,0.0035
a211oi,23,0.0031
nor4,23,0.0027
a221oi,22,0.0036
a31oi,21,0.0023
nand3b,18,0.0024
or2,15,0.0017
and3,14,0.0016
nand2b,13,0.0014
a21o,12,0.0016
xor2,12,0.0019
layer usage:
layer / global-route usage / up-vias
li1: - / 16702
met1: 0.381 / 19422
met2: 0.465 / 2596
met3: 0.197 / 495
met4: 0.119 / 4
met5: 0.00377 / -
worst max-delay path: cells and delay by family:
| kind | cells | cell delay (ns) |
|---|---|---|
| fa+ha+maj | 1 | 0.28 |
| buf+inv | 6 | 2.68 |
| compound gates | 8 | 2.35 |
| simple gates | 14 | 4.31 |
| xor+xnor | 1 | 0.09 |
cell families (layout without fill, tap and decap cells):
group | Yosys count | after routing | synth area share
compound gates | 832 | 832 | 0.103
xor+xnor | 22 | 22 | 0.00342
fa+ha+maj | 104 | 104 | 0.0232
buf+inv | 399 | 585 | 0.0378
flops | 1024 | 1024 | 0.545
mux | 908 | 908 | 0.218
other cells | 0 | 2 | 0
simple gates | 749 | 749 | 0.0702
cell type report:
cell class / instances / share of cell area
clock inverters: 65 / 0.0109
inverters: 94 / 0.00559
repair buffers: 295 / 0.0385
diodes: 2 / 0.0000789
clock buffers: 131 / 0.0433
multi-input cells: 2615 / 0.379
well taps: 1876 / 0.0370
flip-flops and latches: 1024 / 0.485
stage by stage:
| stage | setup WS [ns] | total power [mW] | area [um2] | util | instances |
|---|---|---|---|---|---|
| after floorplan | 15.73 | 1.60 | 56400 | - | 4038 |
| after global placement | 13.34 | 1.81 | 60000 | 0.429 | 5904 |
| after detailed placement | 13.35 | 1.81 | 60000 | 0.429 | 5904 |
| after CTS | 13.32 | 2.82 | 63400 | 0.454 | 6100 |
| after global routing | 12.65 | 2.91 | 63400 | 0.454 | 6100 |
| final | 13.15 | 2.83 | 63400 | 0.454 | 6102 |
power by group:
group          switching [mW]  total (mW)  internal (mW)
Clock                   0.437        1.03          0.591
Sequential            0.00544        1.25           1.25
Combinational           0.351       0.545          0.194
Total                   0.794        2.83           2.03
worst max path at each step:
stage	from	endpoint	cells after the start
5_1_grt	Read_Addr_2[1]	zero	30
4_1_cts	Read_Addr_2[1]	zero	30
6_report	Read_Addr_2[1]	zero	30
Power is estimated from default activity; no workload was simulated.
