## ./run.sh

```bash
#!/bin/bash
# OpenROAD 26Q1-2900-gdf79404cd8, Yosys 0.63+post, stock flow scripts
make -C /OpenROAD-flow-scripts/flow DESIGN_CONFIG=/design/flow/config.mk WORK_HOME=/design/flow/orfs finish
```

## ./config.mk

```make
export PLATFORM = sky130hd
export DESIGN_NAME = add_sub
export DESIGN_NICKNAME = add_sub
export VERILOG_FILES = /design/flow/design.v
export SDC_FILE = /design/flow/constraint.sdc
export NUM_CORES = 4
export LEC_CHECK = 1
export CORE_AREA = 10 10 73 73
export DIE_AREA = 0 0 83 83
```

## ./constraint.sdc

```tcl
current_design add_sub

set clk_period 6.7
set clk_io_pct 0.2

create_clock -name clk0 -period $clk_period

set non_clock_inputs [all_inputs -no_clocks]
set_input_delay [expr $clk_period * $clk_io_pct] -clock clk0 $non_clock_inputs
set_output_delay [expr $clk_period * $clk_io_pct] -clock clk0 [all_outputs]
```

## ./design.v

```verilog
module add_sub(V,s,cout,sel,A,B);
input [15:0] A, B;  
input sel;  
output [15:0] s;  
output V,cout;   
wire [15:0] D;
wire [15:1] c;   
assign V= c[15] ^ cout;   
assign D=B ^({sel,sel,sel,sel,sel,sel,sel,sel,sel,sel,sel,sel,sel,sel,sel,sel});
fulladder fa0(A[0],D[0],sel,s[0],c[1]);
fulladder fa1(A[1],D[1],c[1],s[1],c[2]);
fulladder fa2(A[2],D[2],c[2],s[2],c[3]);
fulladder fa3(A[3],D[3],c[3],s[3],c[4]);
fulladder fa4(A[4],D[4],c[4],s[4],c[5]);
fulladder fa5(A[5],D[5],c[5],s[5],c[6]);
fulladder fa6(A[6],D[6],c[6],s[6],c[7]);
fulladder fa7(A[7],D[7],c[7],s[7],c[8]);
fulladder fa8(A[8],D[8],c[8],s[8],c[9]);
fulladder fa9(A[9],D[9],c[9],s[9],c[10]);
fulladder fa10(A[10],D[10],c[10],s[10],c[11]);
fulladder fa11(A[11],D[11],c[11],s[11],c[12]);
fulladder fa12(A[12],D[12],c[12],s[12],c[13]);
fulladder fa13(A[13],D[13],c[13],s[13],c[14]);
fulladder fa14(A[14],D[14],c[14],s[14],c[15]);
fulladder fa15(A[15],D[15],c[15],s[15],cout);
endmodule
module fulladder(a,b,cin,sum,cout);
  input a,b,cin;
  output sum,cout;
  reg sum,cout;
  always @ (a or b or cin)
  begin
    sum <= a ^ b ^ cin;
    cout <= (a & b) | (a & cin) | (b & cin);
  end
endmodule
```

==> Changelog: implementation <==
### Metrics

- Post-Syn Instances: 77
- Mean Syn Cell Area: 9.213 um^2
- Setup violators final: 7
- First-pass GRT wire length: 2911 um
- Vias in the first global route: 645
- Fin. Hold Viols: 0
- Ports: 51
- Max-slew headroom: 85.63%
- Worst path slowest cell: fa_2
- Slew @ Worst Pin: 0.2141 ns
- Wire per inst: 9.796 um
- Worst-path cell chain: buf_2 > mux2_4 > fa_2 > fa_2 > inv_2 > fa_2 > fa_2 > fa_2 > fa_2 > fa_2 > fa_2 > fa_2 > fa_2 > fa_2 > fa_2 > fa_2 > fa_2 > inv_2 > fa_2 > buf_6 > buf_6 > xnor2_2 > buf_2
- Largest cells by area: fa_1 (42%), buf_4 (17%), xnor2_1 (16%)
- # DRC: 0
- Vias per std cell: 3.281
- Worst stage delay on the critical path: 0.36 ns
- Status: complete, but fails checks
- # diodes: 0
- FP Rows: 22
- IO Port Bufs: 51
- Reg area: 0 um^2
- Post-synth seq share: 0%
- Leading area contributor after synthesis: fa_1
- Hold Crit Class: in2out
- DRT Wirelength: 1636 um
- Net Sw Frac: 32.30%
- Violated checks: setup timing
- Fillcell total: 380
- # Cells Yosys: 77
- Pre-Place Util: 18.95%
- Type of the worst setup path: in2out
- CP max FO: 2
- Total chip power: 132.3 uW
- Commonest cells after routing, fill and taps aside: clkdlybuf4s50_1 (36), inv_1 (21), fa_2 (15)
- Initial DRC count: 11
- Comb power frac: 100.0%
- Dpl hpwl: 1521 um
- Chip Area: 6889 um^2
- Endpoint class of the critical path: output port
- All-Layer GR Usage: 4.790%
- Routed Antenna Nets: 0
- Final period utilization: 122.3%
- Clock Power Share: 0%
- Tmin final: 8.194 ns
- Max-cap check violation count: 0
- GP Congestion: 0.7717
- First-pass DRT Iterations: 2
- Max Freq: 122.0 MHz
- Core area: 3744 um^2
- Die height: 83 um
- CP Launch Type: primary input
- Layout cells sized above 1: 36.13%
- Sw power: 42.73 uW
- RSZ-0062 raised after global routing: true
- Pre-CTS setup slack: -2.301 ns
- Most frequent logic cell in the layout: clkdlybuf4s50_1
- Data required, critical path: 5.36 ns
- Internal: 89.55 uW
- Share of total power in sequential cells: 0%
- VDD IR-drop max: 0.00004993 V
- Worst Setup SP: B[0]
- Pleak: 0.0005431 uW
- Worst Min Path Start: A[0]
- Clock buf count: 0
- Total power density per cell area: 109.2 nW/um^2
- TNS Setup: -6.840 ns
- Post-Syn Area: 709.4 um^2
- Netlist cell types: 8
- Final Max Slew Viols: 0
- Area leader share: 42.33%
- Largest net degree at the start of global routing: 9
- Setup slack after layout: -1.494 ns
- Die width: 83 um
- Initial antenna violation count: 0
- Yosys Warn Count: 1
- Most used cell, CP: fa_2
- Stage-log warning count: 35
- Vias post-DR: 548
- Final Util: 32.35%
- Arr. time, crit path: 6.85 ns
- FFs & Latches: 0
- Area growth, synth to finish: 70.72%
- YS chip area: 709.4 um^2
- Total grt overflow: 0
cell usage after synthesis:
cell,instances
inv_1,26
buf_4,16
fa_1,15
xnor2_1,13
xor2_1,4
buf_12,1
buf_6,1
mux2_2,1
layout make-up:
cell class / instances / area (um^2) / share of cell area (%)
timing repair buffer: 60 / 536.8 / 44.32
multi-input combinational: 33 / 516.7 / 42.67
inverter: 26 / 97.59 / 8.058
tap: 48 / 60.06 / 4.959
critical path: cells and delay by family:
family / cells / cell delay, ns
buffers and inverters: 6 / 0.50
XOR/XNOR: 1 / 0.09
multiplexers: 1 / 0.20
adder cells (fa/ha/maj): 15 / 4.71
kinds of logic after synthesis:
kind of cell,synth area share (%)
xor+xnor,20.99
fa+ha+maj,42.33
buf+inv,35.10
mux,1.587
power groups by stage:
stage	registers [uW]	logic, uW	clock network, uW
finish	0	132	0
CTS	0	133	0
global route	0	154	0
repair_timing:
| item | 4_1_cts | 5_1_grt |
|---|---|---|
| pin swaps | 0 | 0 |
| setup buffers | 3 | 3 |
| hold buffers | 0 | 0 |
| gates cloned | 0 | 0 |
| gates resized | 52 | 2 |
| endpoints found under the hold margin | 0 | 0 |
| setup endpoints to repair | 9 | 8 |
metrics by stage:
| stage | instance area, um^2 | instances | hold WS (ns) |
|---|---|---|---|
| 6_report | 1211 | 167 | 3.253 |
| 5_1_grt | 1211 | 167 | 3.278 |
| 4_1_cts | 1187 | 164 | 3.259 |
| 3_5_place_dp | 1194 | 161 | 3.655 |
| 3_3_place_gp | 1194 | 161 | 3.645 |
| 2_1_floorplan | 752.0 | 77 | 2.829 |
final timing paths:
| check | cells after the start | slack, ns | end |
|---|---|---|---|
| setup / recovery | 23 | -1.49 | V |
| hold / removal | 3 | 3.25 | s[0] |
per-layer routing:
metal | GRT usage, % | up-vias | wire, um | share of wire [%]
met2 | 7.612 | 31 | 725 | 44
met3 | 1.378 | 0 | 128 | 7.8
met5 | 0 | - | 0 | 0
li1 | - | 271 | - | -
met4 | 0 | 0 | 0 | 0
met1 | 6.707 | 246 | 783 | 48
No activity file was given, so power comes from the tool's default toggle rates.
