[flow/design.v]
module ALU2(Result,opcode,A,B);
output[15:0] Result;
input [15:0] A,B;
input [2:0] opcode;
reg [15:0] Result;
always @ (opcode)
 case (opcode)
 3'd0: Result <= A+B;
 3'd1: Result <= A-B;
 3'd2: Result <= A&B;
 3'd3: Result <= A^B;
 3'd4: Result <= A|B;
 3'd5: Result <= A<<1;
 3'd6: Result <= A>>1;
 3'd7: Result <= A+1;
 default: Result <= 16'd0;
endcase
endmodule
[flow/run.sh]
#!/bin/bash
# OpenROAD 26Q1-2900-gdf79404cd8, Yosys 0.63+post, stock flow scripts
make -C /OpenROAD-flow-scripts/flow DESIGN_CONFIG=/design/flow/config.mk WORK_HOME=/design/flow/orfs finish
[flow/config.mk]
export PLATFORM = sky130hd
export DESIGN_NAME = ALU2
export DESIGN_NICKNAME = ALU2
export VERILOG_FILES = /design/flow/design.v
export SDC_FILE = /design/flow/constraint.sdc
export NUM_CORES = 4
export LEC_CHECK = 1
export CORE_AREA = 10 10 111 111
export DIE_AREA = 0 0 121 121
[flow/constraint.sdc]
current_design ALU2

set clk_period 14.6
set clk_io_pct 0.2

create_clock -name clk0 -period $clk_period

set non_clock_inputs [all_inputs -no_clocks]
set_input_delay [expr $clk_period * $clk_io_pct] -clock clk0 $non_clock_inputs
set_output_delay [expr $clk_period * $clk_io_pct] -clock clk0 [all_outputs]
==> metrics.yaml <==
grt:
  grt_max_degree: 46
  antenna_found_initial: 0
  grt_pass1_wl_microns: 12400
  grt_pass1_vias: 2386
  grt_overflow: 0
  grt_use_total_pct: 10.3
run:
  drv_cap: 0
  warnings: 51
worst_setup_path:
  max_stage_delay_ps: 600
  worstSetupEndpointType: "primary output"
  path_class: "in -> out"
  cp_max_fo: 45
  cp.arrival_ps: 7370
  crit_chain: "clkdlybuf4s50_1, buf_4, nor2b_1, nand2b_1, or3_1, a21oi_1, ha_1, a21o_1, a211oi_1, nor2_1, a32o_1, a211oi_1, xor2_1, o21ai_0, clkdlybuf4s50_1"
  crit_path_top_delay_cell: "nor2b_1"
  worstPathRequired_ps: 11680
  start_kind: "primary input"
sta:
  grt_setup_unrepaired: "false"
  setup_violations: 0
  tightest_slew_ps: 752
  finalWorstPathRequiredPeriod_ps: 10290
  tns_ps: 0
  period_used_pct: 70.5
  hold_viol: 0
  clock.fmax_mhz: 97.2
  drv_slew: 0
  maxSlewHeadroom_pct: 49.8
  fin_ws_ps: 4310
placement:
  dpl.cell_count: 513
  place_ws_ps: 4310
  dp_hpwl_microns: 6350
  port_buffers: 51
  gp_congestion: 0.911
synthesis:
  synthAoiAreaFrac_pct: 31.8
  xor_share_pct: 10.1
  ys_top_logic_family: "AND-OR/OR-AND gates"
  ys_cells: 343
  mux_share_pct: 3.18
  largest_area_cell: "ha_1"
  synth_area_per_cell_sq_um: 6.77
  ys_seq_share_pct: 0
  syn-cell-area_sq_um: 2320
  ys_sh_adder_pct: 28.3
  ys_warn_count: 1
  synth_cells: 343
  ys_area_sq_um: 2320
  top_cell_area_share_pct: 27.5
  area_leaders: "ha_1 (27%), o21ai_0 (9.1%), xnor2_1 (6.8%), nand2_1 (5.8%), inv_1 (5.5%)"
  yosys.area_share.simple_pct: 17.5
  yosys.cell_types.count: 45
route:
  firstDrtPassIters: 5
  drc: 0
  vias_per_cell: 4.91
  diodes: 0
  ant_nets: 0
  vias: 2517
  dr.first_iter.drc_count: 227
  wl_microns: 7840
  wire_per_inst_microns: 15.3
final_layout:
  seqCellArea_sq_um: 0
  flops: 0
  syn2layout_area_growth_pct: 27.3
  finalNonFillerCells: 513
  fillerInstances: 1029
  nClkBuffers: 0
  drive_above_1_share_pct: 3.95
floorplan:
  dieWidth_microns: 121
  dieHeight_microns: 121
  core_sq_um: 9860
  pin_count: 51
  die_area_sq_um: 14600
  rows: 36
  fp_util_pct: 23.5
power:
  power_leakage_nw: 1.34
  peakVddDrop_mv: 0.0124
  powerDensity_nw_per_um2: 38.2
clocking:
  post_cts_buffers: 0
  cts_hold_buf: 0
  cts_resized: 0
worst_hold_path:
  hold_path_end: "Result[1]"
  hold_start: "A[0]"
  whs_path_depth: 6
  hp-class: "in -> out"
run_status:
  status: "completed"
-- metrics by stage --
step	cell area, sq um	hold WS (ps)	power (W)	util [%]
final	2960	7020	0.000113	30.0
after global routing	2960	7100	0.000127	30.0
after CTS	2960	7020	0.000114	30.0
after detailed placement	2960	7010	0.000113	30.0
after global placement	2960	7010	0.000113	30.0
after floorplan	2320	6020	0.0000650	-
-- where the power goes --
group          leakage [nW]  internal, W  switching, W
clock                     0            0             0
combinational          1.34    0.0000558     0.0000569
sequential                0            0             0
total                  1.34    0.0000558     0.0000569
-- cell usage in the layout (no fill, tap or decap), types with 2 or more instances in the layout --
cell type / instances
nand3_1: 4
nand2b_1: 3
o211ai_1: 4
o21a_1: 2
a22oi_1: 6
mux2_2: 3
a31oi_1: 2
nand2_1: 36
ha_1: 51
o31ai_1: 4
a22o_1: 7
nand4_1: 2
o21ai_0: 42
nor2_1: 30
a222oi_1: 7
mux2i_1: 4
xnor2_1: 18
a21o_1: 4
nor2b_1: 6
xor2_1: 7
buf_4: 5
a211oi_1: 4
clkdlybuf4s50_1: 51
inv_1: 34
or3_1: 2
a21oi_1: 25
-- how the worst max path moves through the flow --
stage                 slack (ps)      start         end  cells past startpoint
after CTS                   4300  opcode[0]  Result[12]                     15
after global routing        3970  opcode[0]  Result[12]                     15
final                       4310  opcode[0]  Result[12]                     15
-- final cells by class --
class / count / area [sq um] / share of cell area [%]
inverter: 34 / 128 / 4.32
tap: 133 / 166 / 5.63
multi-input combinational: 290 / 2110 / 71.5
timing repair buffer: 56 / 548 / 18.5
-- routing by layer --
metal | up-vias | routed length, microns | global-route usage (%)
met1 | 1144 | 3690 | 14.4
met5 | - | 0 | 0
met4 | 0 | 47 | 0.754
li1 | 1292 | - | -
met2 | 77 | 3520 | 16.7
met3 | 4 | 585 | 1.75
-- cell families after synthesis --
kind of cell,count (synthesis)
buffers and inverters,53
adder cells (fa/ha/maj),52
AND/OR/NAND/NOR,90
XOR/XNOR,26
multiplexers,7
AND-OR/OR-AND,115
-- critical path, delay by kind of cell --
family	cells	cell delay, ps
AND/OR/NAND/NOR	4	1460
buffers and inverters	3	1320
AND-OR/OR-AND	6	1270
adder cells (fa/ha/maj)	1	270
XOR/XNOR	1	100
-- synth_stat cells, drive strengths merged (6+ instances only) --
master and instances:
a21oi 25, a222oi 7, a22o 7, a22oi 6
clkbuf 14, ha 51, inv 34, nand2 36
nor2 30, nor2b 6, o21ai 43, xnor2 19
xor2 7
Power figures rest on the tool's default switching activity, not on a simulated workload.
